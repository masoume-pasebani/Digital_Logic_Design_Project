## config.mk

```make
export PLATFORM = sky130hd
export DESIGN_NAME = Traffic_Controller
export DESIGN_NICKNAME = Traffic_Controller
export VERILOG_FILES = /design/flow/design.v
export SDC_FILE = /design/flow/constraint.sdc
export NUM_CORES = 4
export LEC_CHECK = 1
export CORE_AREA = 10 10 71 71
export DIE_AREA = 0 0 81 81
```

## design.v

```verilog
module Traffic_Controller(light_A,light_B,clk,reset);
    output reg [2:0] light_A;
    output reg [2:0] light_B;
    input clk;
    input reset;
    reg[5:0] states;
    parameter  S0=6'b000001,
               S1=6'b000010,
               S2=6'b000100,
               S3=6'b001000,
               S4=6'b010000,
               S5=6'b100000;
    reg [3:0] ctr;
    parameter SEC6=4'd6,
              SEC1=4'd1;
    always @(posedge clk or posedge reset)
                   if(reset==1) 
                    begin
                      states <= S0;
                      ctr <= 0;
                   end 
                 else
                     case(states)
                            S0: if(ctr < SEC6)
                                begin
                                   states <=S0;
                                   ctr <= ctr+1;
                                end 
                              else 
                                begin
                                    states <= S1;
                                    ctr <= 0;
                                end
                             S1: if(ctr < SEC1)
                                 begin
                                    states <= S1;
                                    ctr <= ctr+1;
                                end 
                              else 
                                 begin
                                     states <= S2;
                                     ctr <= 0;
                                end
                             S2: if(ctr < SEC1)
                                 begin
                                    states <= S2;
                                    ctr <= ctr+1;
                                end
                              else 
                                begin
                                     states <= S3;
                                     ctr <= 0;
                                end
                             S3: if(ctr < SEC6)
                                 begin
                                    states <= S3;
                                    ctr <= ctr+1;
                                end 
                              else
                                begin
                                     states <= S4;
                                     ctr <= 0;
                                end
                             S4: if(ctr < SEC1)
                                 begin
                                    states <= S4;
                                    ctr <= ctr+1;
                                end
                              else 
                                begin
                                     states <= S5;
                                     ctr <= 0;
                                end
                             S5: if(ctr < SEC1)
                                 begin
                                    states <= S5;
                                    ctr <= ctr+1;
                                end
                              else 
                                begin
                                     states <= S0;
                                     ctr <= 0;
                                end
                             default states <= S0;
                        endcase
               always @(*)
               begin
                   case(states)
                        S0: 
                         begin 
                            light_A <= 3'b001;
                            light_B <= 3'b100; 
                         end
                        S1: 
                         begin 
                            light_A <= 6'b010; 
                            light_B <= 3'b100; 
                         end
                        S2: 
                         begin 
                            light_A <= 6'b100;
                            light_B <= 3'b100; 
                         end
                        S3:
                         begin 
                            light_A <= 6'b100; 
                            light_B <= 3'b001; 
                         end
                        S4: 
                         begin 
                            light_A <= 6'b100;
                            light_B <= 3'b010; 
                         end
                        S5: 
                         begin 
                            light_A <= 6'b100;
                            light_B <= 3'b100;
                         end
                        default 
                          begin 
                             light_A <= 6'b100; 
                             light_B <= 3'b100;
                          end
                    endcase
               end
endmodule 
```

## run.sh

```bash
#!/bin/bash
# OpenROAD 26Q1-2900-gdf79404cd8, Yosys 0.63+post, stock flow scripts
make -C /OpenROAD-flow-scripts/flow DESIGN_CONFIG=/design/flow/config.mk WORK_HOME=/design/flow/orfs finish
```

## constraint.sdc

```tcl
current_design Traffic_Controller

set clk_period 1.9
set clk_io_pct 0.2

create_clock -name clk0 -period $clk_period [get_ports {clk}]

set non_clock_inputs [all_inputs -no_clocks]
set_input_delay [expr $clk_period * $clk_io_pct] -clock clk0 $non_clock_inputs
set_output_delay [expr $clk_period * $clk_io_pct] -clock clk0 [all_outputs]
```

==> reports/results.ini <==
[outcome]
status = finished clean

[worst_setup_path]
crit_slowest_cell = dfstp_2
worstPathArrival_ns = 1.28
critical_path.top_delay_family = flip-flops
slowest_delay_ns = 0.57
end_kind = primary output
cp_cell_sequence = clkdlybuf4s50_1
worstSetupPathType = reg -> out
startpoint_type = flop
critPathRequiredTime_ns = 1.52
critPathMaxFanout = 5
reg2reg_slack_ns = 0.25
path_buffers = 1

[drt]
num_antenna_cells = 0
vias = 390
drc = 0
dr.pass1.iters = 2
final_antenna_net_count = 0
wirelength_um = 1070
viasPerCell = 3.68
drt_iter0_drc = 50
routedWlPerCell_um = 10.1

[clock_network]
holdBufCountCts = 0
cts_made_buffers = 3
clk_pin_slew_ns = 0.05
cts_tree = yes
cts_sinks = 10
worstSkewPairLatency_ns = 0.23
root_buffer = clkbuf_8
cts_resized = 0
postCtsSetupBuffers = 0
clockBufferDepth = 2
cts_max_level = 1

[synth]
synth-area-yosys_um2 = 531
mux_share_pct = 4.25
logic_family = AND-OR/OR-AND gates
ys_warn_count = 1
avgSynthCellArea_um2 = 10.8
simple_gate_area_share_pct = 18.4
ys_seq_share_pct = 47.4
ys_ff = 10
xor_share_pct = 0
aoi_share_pct = 18.4
synth_cells = 49
ys_cells = 49
syn_area_um2 = 531
fa_ha_area_share_pct = 4.72
yosys.cell_types.count = 24

[power]
power_w = 0.000476
power_density_mw_per_mm2 = 672
cellLeakagePower_nw = 0.312
ir_worst_vdd_mv = 0.245

[timing]
maxSlewHeadroom_pct = 75.1
rsz0062_at_grt = no
clock_skew_ns = 0.00369
final_max_slew_viol_count = 0
final.min_clock_period_ns = 1.66
worst_pin_slew_ns = 0.373
fin_setup_tns_ns = 0
fmax_ghz = 0.603
setup_viol_count_final = 0
timing.final.crit_share_pct = 87.2
hold_viol = 0

[global_route]
gr-total-overflow = 0
grt_first_pass_wirelength_um = 1770
grt_usage_pct = 3.38
grt_max_degree = 11
grt_pass1_vias = 379
grt_antenna_before_repair = 0

[place]
placed_area_um2 = 654
routabilityCongestion = 0.760
dp.final_hpwl_um = 841
port_buffers = 7

[job]
warning_count = 26
max_cap_violations = 0

[finish]
logic_area_um2 = 243
ff_latch_area_um2 = 251
stdcell_area_um2 = 709
fin_util_pct = 19.5
area_delta_synth_final_pct = 33.7
fillers = 397
drive_above_1_share_pct = 29.3

[die]
chip_area_mm2 = 0.00656
die_x_um = 81
coreArea_mm2 = 0.00363
num_io_pins = 8
initial_core_util_pct = 14.6
row_count = 22
die_h_um = 81

[hold_path]
hold_class = in -> async

-- cells in the final DEF, fill, tap and decap left out --
master           count
buf_4                2
clkbuf_8             4
or2b_1               1
ha_1                 2
inv_1                4
and3_1               1
nor4_1               1
nand3_1              2
a21oi_1              4
nor3b_2              1
dfstp_2              1
clkdlybuf4s50_1      7
or3b_2               1
o211ai_2             2
dfrtp_1              9
mux2_2               2
nor2_1               4
a22o_1               3
o211ai_1             1
nand2_1              1
or3_4                1
or4_4                1
nor3_1               1
a21o_2               1
a22o_2               1
-- power breakdown --
group | total (W) | internal, W | switching [W]
Combinational | 0.00000611 | 0.00000193 | 0.00000418
Clock | 0.000257 | 0.000181 | 0.0000752
Sequential | 0.000214 | 0.000214 | 0
Total | 0.000476 | 0.000397 | 0.0000793
-- worst paths after layout --
check / end / start / cells after the start
hold reg to reg: states[0]$_DFF_PP1_ / flop / 1
setup / recovery: light_A[0] / states[0]$_DFF_PP1_ / 1
min in group clk0: states[0]$_DFF_PP1_ / flop / 1
setup reg to reg: ctr[2]$_DFFE_PP0P_ / states[5]$_DFF_PP0_ / 3
max in group asynchronous: states[0]$_DFF_PP1_ / reset / 2
hold / removal: ctr[0]$_DFFE_PP0P_ / reset / 2
-- cell families (layout without fill, tap and decap cells) --
kind of cell,Yosys count,in the layout
DFF,10,10
muxes,2,2
and+or+nand+nor,15,15
adders and majority gates,2,2
buffers and inverters,8,17
AOI/OAI and AO/OA,12,12
-- cell usage after synthesis, drive strengths merged --
master,instances,area share [%]
a21o,1,1.7
a21oi,4,3.8
a22o,4,6.8
and3,1,1.2
clkbuf,3,2.1
dfrtp,9,42
dfstp,1,5.0
dlygate4sd3,1,1.9
ha,2,4.7
inv,4,2.8
mux2,2,4.2
nand2,1,0.71
nand3,2,1.9
nor2,4,2.8
nor3,1,0.94
nor3b,1,2.4
nor4,1,1.2
o211ai,3,6.1
or2b,1,1.4
or3,1,2.1
or3b,1,1.7
or4,1,2.1
-- routing by layer --
| metal | wire [um] | global-route usage (%) | vias to the layer above |
|---|---|---|---|
| met5 | 0 | 0 | - |
| li1 | - | - | 194 |
| met4 | 8 | 0.346 | 0 |
| met3 | 109 | 2.56 | 2 |
| met1 | 557 | 4.45 | 186 |
| met2 | 396 | 4.46 | 8 |
-- per-stage QoR --
| stage | hold slack (ns) | instances | setup slack, ns |
|---|---|---|---|
| after global routing | 0.479 | 106 | 0.181 |
| after CTS | 0.454 | 106 | 0.235 |
| after global placement | 0.559 | 102 | 0.287 |
| final | 0.433 | 106 | 0.243 |
| after detailed placement | 0.550 | 102 | 0.254 |
| after floorplan | 0.219 | 49 | 0.322 |
-- area by class of cell --
type	count	share of cell area, %
inverters	4	2.12
multi-input cells	31	34.2
flip-flops and latches	10	35.4
well taps	48	8.47
clock buffers	4	7.76
repair buffers	9	12.0
Power is estimated from default activity; no workload was simulated.
